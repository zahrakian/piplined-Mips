==> ./design.v <==
`timescale 1ns / 1ps
module memory_stage(
	input clk,
	input [15:0] memory_input_address,
	input [15:0] memory_write_data_input,
	input MemWrite,
	input MemRead,
	input Branch,
	input Zero,
	output reg [15:0] memory_read_data_output,
	output PCSrc_out
    );
	reg [7:0] Data_memory [1023:0];
	always @ (posedge clk)
	begin
		if (MemRead) begin
			memory_read_data_output[15:8] <= Data_memory[memory_input_address];
			memory_read_data_output[7:0]  <= Data_memory[memory_input_address + 1];
		end
		if (MemWrite) begin
			Data_memory[memory_input_address] <= memory_write_data_input[15:8];
			Data_memory[memory_input_address + 1] <= memory_write_data_input[7:0];
		end	
	end
	assign PCSrc_out = Branch && Zero;
endmodule
==> ./run.sh <==
#!/bin/bash
# OpenROAD 26Q1-2900-gdf79404cd8, Yosys 0.63+post, stock flow scripts
make -C /OpenROAD-flow-scripts/flow DESIGN_CONFIG=/design/flow/config.mk WORK_HOME=/design/flow/orfs finish
==> ./config.mk <==
export PLATFORM = sky130hd
export DESIGN_NAME = memory_stage
export DESIGN_NICKNAME = memory_stage
export VERILOG_FILES = /design/flow/design.v
export SDC_FILE = /design/flow/constraint.sdc
export NUM_CORES = 4
export LEC_CHECK = 1
export CORE_UTILIZATION = 40
export SYNTH_MEMORY_MAX_BITS = 65536
==> ./constraint.sdc <==
current_design memory_stage

set clk_period 392.5
set clk_io_pct 0.2

create_clock -name clk0 -period $clk_period [get_ports {clk}]

set non_clock_inputs [all_inputs -no_clocks]
set_input_delay [expr $clk_period * $clk_io_pct] -clock clk0 $non_clock_inputs
set_output_delay [expr $clk_period * $clk_io_pct] -clock clk0 [all_outputs]
==> Table 3: Implementation characteristics <==
Characteristics after synthesis and place and route

Parameter                              Value

Global routing
  Grt total ovfl    0
  First-pass GRT wire length    2920000 um
  Vias in the first global route    338k
  Overall fraction of global-route tracks in use    0.382
  Antenna violations before repair    318
  Largest net degree at the start of global routing    101

Critical path
  Element type at the critical path start    primary input
  Slowest cell delay on critical path    0.45 ns
  Type of the setup path with the least slack    in -> out
  R2r startpoint    Data_memory[247][5]
  Crit end category    primary output
  Logic depth of the worst register-to-register path    7
  Buffer-and-inverter tally for the worst setup path    2
  RR Endpoint    memory_read_data_output[5]
  Chain of cells forming the critical path    clkdlybuf4s50_1 > and2_1 > clkdlybuf4s50_1
  Crit path max-delay family    buffers and inverters
  Launch point of the worst path    Branch
  Arrival time at the worst endpoint    79.50 ns
  Cell depth of the worst setup path    3
  Maximum fanout along the worst path    1
  Most repeated library cell on the critical path    sky130_fd_sc_hd__clkdlybuf4s50_1
  Critical path destination    PCSrc_out
  Reg-to-reg slack, setup    387.01 ns
  Worst-path cell with the longest stage delay    sky130_fd_sc_hd__clkdlybuf4s50_1
  Data required, critical path    314.00 ns

Logic synthesis
  Top post-synthesis cells by area    sky130_fd_sc_hd__edfxtp_1 (51%), sky130_fd_sc_hd__mux4_2 (19%), sky130_fd_sc_hd__mux2_2 (19%)
  Post-Syn Instances    30.3k
  Mean instance size in the synthesized netlist    16.0 um2
  Most used standard cell by instance count after synthesis    sky130_fd_sc_hd__mux2_2
  Top cell type by total area after synthesis    sky130_fd_sc_hd__edfxtp_1
  Primary flip-flop cell chosen by synthesis mapping    sky130_fd_sc_hd__edfxtp_1
  Number of distinct library cells after synthesis    79
  Count of flip-flops with a built-in enable after synthesis    8208
  Max-area cell share    0.508
  Portion of the post-synthesis area used by sequential elements    0.508
  Share of flip-flops with an asynchronous set or reset after synthesis    0
  # Cells Yosys    30.3k
  Syn. warnings    1
  YS chip area    485000 um2
  Post-synthesis instance area    485000 um2
  Flops after synth    8208
  Most frequent cells after synthesis    sky130_fd_sc_hd__mux2_2 (8258), sky130_fd_sc_hd__edfxtp_1 (8208), sky130_fd_sc_hd__mux4_2 (4133)

Floorplanning
  Floorplan core density    0.401
  Overall die height    1100 um
  Die X    1100 um
  Placement row count    404
  Core Footprint    1210000 um2
  Total Die Area    1220000 um2
  Io pins    54

Timing
  Final-report hold violation count    0
  Maximum achievable frequency    6.33 MHz
  Max-slew violations    1
  Slew @ Worst Pin    1.50 ns
  Final period util    0.403
  Worst slew margin relative to its limit    -0.00892
  Final critical-path required period    158.00 ns
  Final-report setup violation count    0
  Setup TNS    0 ns
  Worst setup skew after layout    0.149 ns
  Unrepaired setup endpoints after global routing    false

Power and ir drop
  Combinational share of power    0.138
  Maximum vdd ir drop    0.00425 mV
  Net switching power of the design    0.577 mW
  Clock power frac    0.409
  Cell-internal power    1.56 mW
  Sequential fraction of design power    0.452
  Total Power    2.14 mW
  Pwr dens    3.94 nW/um2
  Fraction of power spent switching nets    0.270
  Standby leakage power    169 nW

Run status
  Violations in the final reports    antenna violations, max-capacitance violations, max-slew violations
  Status    finished, violations left

Clocking
  Clock-pin transition on the worst setup and hold timing paths    0.06 ns
  TritonCTS Buffers    906
  Post-CTS Hold Buffers    0
  Source-to-sink clock delay at the later pin of the worst-skew pair    1.33 ns
  Sink Count    8208
  Number of gates resized after CTS    0
  Buffers from clock root to sink, at most    5
  Clock H-tree levels    6
  Clock tree from TritonCTS    built
  Buffer type at the clock tree root    sky130_fd_sc_hd__clkbuf_16
  # Post-CTS Setup Buffers    0

Cells and area
  Layout cell share with drive strength beyond 1    0.550
  Relative area change from synthesis to final layout    11.8%

Placed design
  Post-DP HPWL    1460000 um
  Total of buffers placed on input and output ports    47
  Global placer's final weighted congestion    1.05

Job
  Number of warnings in the stage logs    47
  Max-cap violations    1

Min path
  Hold Path Origin    Data_memory[486][3]
  Type of the most critical hold path    reg -> reg

Detailed routing
  Number of DRC markers in iteration 0    28.5k
  Wirelength per Cell    45.6 um
  Aggregate routed wire length    2180000 um
  First-pass iteration count of the detailed router    9
  Final ANT Viol Nets    1
  Remaining DRCs    0
  Routed via count    329k
  Detail-routed via count per cell    6.89
==> tightest hold or removal path, cell delays in order (launching register included) <==
cell                       delay, ns
sky130_fd_sc_hd__edfxtp_1       0.34
sky130_fd_sc_hd__mux4_2         0.24
sky130_fd_sc_hd__a22oi_1        0.07
sky130_fd_sc_hd__nand4_1        0.10
sky130_fd_sc_hd__mux4_2         0.23
sky130_fd_sc_hd__mux2i_1        0.07
sky130_fd_sc_hd__nand2_1        0.07
sky130_fd_sc_hd__a31o_1         0.14
==> power groups by stage <==
stage	sequential [mW]	clock (mW)	combinational, mW
finish	0.967	0.874	0.296
CTS	0.967	0.878	0.281
global route	0.966	0.907	0.297
==> cells in the final DEF, fill, tap and decap left out, types with 139 or more instances in the layout <==
cell                        count
sky130_fd_sc_hd__a221oi_1     270
sky130_fd_sc_hd__o21ai_0      534
sky130_fd_sc_hd__edfxtp_1    8208
sky130_fd_sc_hd__nor2_1       346
sky130_fd_sc_hd__o22ai_1      696
sky130_fd_sc_hd__a22o_1       139
sky130_fd_sc_hd__mux4_2      4133
sky130_fd_sc_hd__nor2_2       460
sky130_fd_sc_hd__nand4_1      204
sky130_fd_sc_hd__clkbuf_16    917
sky130_fd_sc_hd__diode_2      904
sky130_fd_sc_hd__buf_4       2540
sky130_fd_sc_hd__clkinv_1     218
sky130_fd_sc_hd__a21oi_1      293
sky130_fd_sc_hd__nand2_1      924
sky130_fd_sc_hd__clkbuf_1     214
sky130_fd_sc_hd__mux2_2      8258
sky130_fd_sc_hd__a22oi_1      963
sky130_fd_sc_hd__mux2i_1      190
==> logic make-up (layout without fill, tap and decap cells) <==
family	count (synthesis)	count (layout)	synth area share
mux	12600	12600	0.387
flops	8208	8208	0.508
buf+inv	3821	4287	0.0340
compound gates	3439	3439	0.0488
simple gates	2259	2259	0.0217
xor+xnor	15	15	0.000302
fa+ha+maj	5	5	0.000129
other cells	0	904	0
==> area by class of cell <==
| type | instances | area, um2 |
|---|---|---|
| Timing Repair Buffer | 2627 | 20400 |
| Fill cell | 103000 | 667000 |
| Tap cell | 16000 | 20100 |
| Clock buffer | 1131 | 23800 |
| Inverter | 8 | 38.8 |
| Sequential cell | 8208 | 246000 |
| Multi-Input combinational cell | 18300 | 224000 |
| Antenna cell | 904 | 2260 |
| Clock inverter | 521 | 5610 |
==> worst min path at each step <==
stage	slack (ns)	to	cells past startpoint
after CTS	1.31	memory_read_data_output[7]	5
after global routing	1.30	memory_read_data_output[7]	5
final	1.33	memory_read_data_output[11]	7
==> state kept, by name, indices dropped and copies added, names as in the netlist <==
name / count
memory_read_data_output: 16
Data_memory: 8192
==> metrics by stage <==
step | instances | hold slack (ns) | cell area (um2) | setup slack [ns] | util
final | 47700 | 1.33 | 543000 | 234.50 | 0.449
after CTS | 46800 | 1.31 | 540000 | 234.49 | 0.447
after floorplan | 30300 | 0.940 | 485000 | 235.39 | -
after global placement | 45200 | 1.28 | 511000 | 234.44 | 0.423
after global routing | 47300 | 1.30 | 542000 | 234.45 | 0.448
after detailed placement | 45200 | 1.30 | 511000 | 234.49 | 0.423
==> layer usage <==
layer,GRT usage,vias up,wire (um)
met3,0.330,6209,435000
met2,0.490,26700,914000
met1,0.396,169000,635000
li1,-,126000,-
met4,0.265,252,182000
met5,0.111,-,11200
Power figures rest on the tool's default switching activity, not on a simulated workload.
