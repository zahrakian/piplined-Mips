<file path="/design/flow/config.mk">
export PLATFORM = sky130hd
export DESIGN_NAME = fetch_stage
export DESIGN_NICKNAME = fetch_stage
export VERILOG_FILES = /design/flow/design.v
export SDC_FILE = /design/flow/constraint.sdc
export NUM_CORES = 4
export LEC_CHECK = 1
export CORE_UTILIZATION = 30
</file>
<file path="/design/flow/constraint.sdc">
current_design fetch_stage

set clk_period 4.8
set clk_io_pct 0.2

create_clock -name clk0 -period $clk_period [get_ports {clk}]

set non_clock_inputs [all_inputs -no_clocks]
set_input_delay [expr $clk_period * $clk_io_pct] -clock clk0 $non_clock_inputs
set_output_delay [expr $clk_period * $clk_io_pct] -clock clk0 [all_outputs]
</file>
<file path="/design/flow/design.v">
`timescale 1ns / 1ps
module adder(
	input [15:0] adder_input_1,
	input [15:0] adder_input_2,
	output reg [15:0] adder_output
	);
	always @ (adder_input_1)
	begin
		adder_output <= adder_input_1 + adder_input_2;
	end
endmodule
`timescale 1ns / 1ps
module fetch_stage(	
	input [15:0] branch_target,
	input PcSrc,
	input clk,
	output [15:0] instruction_fetch_output,
	output [15:0] fetch_adderess_output,
	output hit_fetch_output
    );
	 wire [15:0] mux_output_wire;
	 wire [15:0] pc_output_wire;
	 wire [63:0] instruction_memory_output_wire; 
	pc pc_module (
    .next_instruction_address(mux_output_wire), 
    .clk(clk), 
    .hit(hit_fetch_output), 
    .current_instruction_address(pc_output_wire)
    );
	adder adder_module (
    .adder_input_1(pc_output_wire), 
    .adder_input_2(16'h0002), 
    .adder_output(fetch_adderess_output)
    );
	multiplexer2_1 mux_module (
    .mux_input_line0(fetch_adderess_output), 
    .mux_input_line1(branch_target), 
    .select_line(PcSrc), 
    .mux_output(mux_output_wire)
    );
	instruction_memory instruction_memory_module (
    .instruction_memory_input_address(pc_output_wire), 
    .clk(clk), 
    .instruction_memory_output(instruction_memory_output_wire)
    );
	instruction_cache instruction_cache_module (
    .cache_instruction_input(pc_output_wire), 
    .cache_dataline_input(instruction_memory_output_wire), 
    .clk(clk), 
    .cache_instruction_output(instruction_fetch_output), 
    .hit(hit_fetch_output)
    ); 
endmodule
`timescale 1ns / 1ps
module instruction_cache(
	input [15:0] cache_instruction_input,
	input [63:0] cache_dataline_input,
	input clk,
	output reg [15:0] cache_instruction_output,
	output reg hit
    );
	reg [74:0] cache_memory[7:0];
	reg [74:0] current_data;
	reg [3:0] cache_counter;
	integer i;
	integer j;
	initial
	begin
		for(i = 0 ; i<8 ; i = i + 1)
		begin 
			cache_memory[i][73:0] = 74'bx;
			cache_memory[i][74] = 0;
		end
		cache_instruction_output = 16'bx;
		hit  = 0;
		current_data = 75'b0;
		cache_counter[3:0] = 0;
	end
	always@(posedge clk)
	begin
		current_data = cache_memory[cache_instruction_input[5:3]][74:0];
		if(current_data[74] && (cache_instruction_input[15:6] == current_data[73:64]))
		begin
			hit = 1;
			case(cache_instruction_input[2:1])
				2'b00:
					cache_instruction_output = current_data[63:48];
				2'b01:
					cache_instruction_output = current_data[47:32];		
				2'b10:
					cache_instruction_output = current_data[31:16];
				2'b11:
					cache_instruction_output = current_data[15:0];		
			endcase
		end
		else if((current_data[74] == 0 ) || (cache_instruction_input[15:6] != current_data[73:64]))
		begin
			cache_instruction_output = 16'bx;
			hit = 0;
		end
	end
	always @(cache_dataline_input)
	begin
		if(cache_dataline_input !== 64'bx)
			cache_memory[cache_instruction_input[5:3]][63:0] <= cache_dataline_input;
			cache_memory[cache_instruction_input[5:3]][74] <= 1;
			cache_memory[cache_instruction_input[5:3]][73:64] <= cache_instruction_input[15:6];
			cache_counter <= 0;
	end
endmodule
`timescale 1ns / 1ps
module instruction_memory(
	input [15:0] instruction_memory_input_address,
	input clk,
	output reg [63:0] instruction_memory_output
    );
	reg [2:0] instruction_memory_counter;
	reg [15:0] prev_inp;
	reg [7:0] instruction_memory [0:511] ;
initial 
	begin 		
		instruction_memory_counter = 0;
		prev_inp = 0;
		instruction_memory_output = {64{1'bx}};
		instruction_memory[0] = 8'b11100000;
		instruction_memory[1] = 8'b10000001;
		instruction_memory[2] = 8'b11100001;
		instruction_memory[3] = 8'b00000100;
		instruction_memory[4] = 8'b11100001;
		instruction_memory[5] = 8'b10000110;
		instruction_memory[6] = 8'b00000000;
		instruction_memory[7] = 8'b00000000;
		instruction_memory[8] = 8'b00000000;
		instruction_memory[9] = 8'b00000000;
		instruction_memory[10] = 8'b00000000;
		instruction_memory[11] = 8'b00000000;
		instruction_memory[12] = 8'b00000000;
		instruction_memory[13] = 8'b00000000;
		instruction_memory[14] = 8'b00000000;
		instruction_memory[15] = 8'b00000000;
		instruction_memory[16] = 8'b00000101;
		instruction_memory[17] = 8'b01000000;
		instruction_memory[18] = 8'b00001101;
		instruction_memory[19] = 8'b01010001;
		instruction_memory[20] = 8'b00001100;
		instruction_memory[21] = 8'b11100010;
		instruction_memory[22] = 8'b00001101;
		instruction_memory[23] = 8'b01110010;
		instruction_memory[24] = 8'b00001100;
		instruction_memory[25] = 8'b11000011;
		instruction_memory[26] = 8'b00001101;
		instruction_memory[27] = 8'b01010011;
		instruction_memory[28] = 8'b00001100;
		instruction_memory[29] = 8'b11100100;
		instruction_memory[30] = 8'b00000101;
		instruction_memory[31] = 8'b11110100;
		instruction_memory[32] = 8'b00001100;
		instruction_memory[33] = 8'b11000101;
		instruction_memory[34] = 8'b00001100;
		instruction_memory[35] = 8'b11010110;
		instruction_memory[36] = 8'b00001100;
		instruction_memory[37] = 8'b01100111;
		instruction_memory[38] = 8'b00101111;
		instruction_memory[39] = 8'b10000010;
		instruction_memory[40] = 8'b00101110;
		instruction_memory[41] = 8'b00010000;
		instruction_memory[42] = 8'b00000000;
		instruction_memory[43] = 8'b00000000;
		instruction_memory[44] = 8'b00000000;
		instruction_memory[45] = 8'b00000000;
		instruction_memory[46] = 8'b00001101;
		instruction_memory[47] = 8'b01101000;
		instruction_memory[48] = 8'b00001101;
		instruction_memory[49] = 8'b01111001;
		instruction_memory[50] = 8'b00000000;
		instruction_memory[51] = 8'b00000000;
		instruction_memory[52] = 8'b00000000;
		instruction_memory[53] = 8'b00000000;
		instruction_memory[54] = 8'b11001110;
		instruction_memory[55] = 8'b11101001;
	end
	always@(posedge clk)
	begin 
		if(instruction_memory_input_address[15:3] != prev_inp[15:3])
		begin	
			if(instruction_memory_counter != 0)
			begin
				instruction_memory_output = 64'bx;
				instruction_memory_counter = 1;			
			end
		end
		else
		begin
			instruction_memory_counter = instruction_memory_counter + 1;
			if(instruction_memory_counter == 4)
				instruction_memory_output <= { instruction_memory[{instruction_memory_input_address[5:3],3'b000}], instruction_memory[{instruction_memory_input_address[5:3],3'b001}], instruction_memory[{instruction_memory_input_address[5:3],3'b010}], instruction_memory[{instruction_memory_input_address[5:3],3'b011}], instruction_memory[{instruction_memory_input_address[5:3],3'b100}], instruction_memory[{instruction_memory_input_address[5:3],3'b101}], instruction_memory[{instruction_memory_input_address[5:3],3'b110}], instruction_memory[{instruction_memory_input_address[5:3],3'b111}]};
		end
		prev_inp = instruction_memory_input_address;
	end
endmodule
`timescale 1ns / 1ps
module multiplexer2_1(
 	input [15:0] mux_input_line0,
	input [15:0] mux_input_line1,
	input select_line,
	output [15:0] mux_output
    );
	assign mux_output = select_line ? mux_input_line1 : mux_input_line0;
endmodule
`timescale 1ns / 1ps
module pc(
	input [15:0] next_instruction_address,
	input clk,
	input hit,
	output reg[15:0] current_instruction_address
    );
	initial
		current_instruction_address = 16'h0000;
	always @(negedge clk)
	begin
		if(hit == 1)
		begin
			current_instruction_address <= next_instruction_address;
		end
	end
endmodule
</file>
<file path="/design/flow/run.sh">
#!/bin/bash
# OpenROAD 26Q1-2900-gdf79404cd8, Yosys 0.63+post, stock flow scripts
make -C /OpenROAD-flow-scripts/flow DESIGN_CONFIG=/design/flow/config.mk WORK_HOME=/design/flow/orfs finish
</file>
==> reports/metrics.yaml <==
synth_top_flop_cell: "dlxtn_1"
async_flop_share_pct: 0
ant_nets: 0
io_pins: 51
cp-start-kind: "flip-flop"
path_max_fanout: 7
synth-edff-count: 16
rsz0062_at_grt: "yes"
wl_met2_um: 3639
cts_buffers: 3
reg2reg_to: "instruction_cache_module.hit$_SDFFE_PP1P_"
fin_cells: 555
core_area_sq_um: 10840
fin_area_sq_um: 4742
drive_gt1_share_pct: 35.18
powerDensity_nw_per_um2: 74.51
grt_max_degree: 21
h-tree-depth: 1
p_leak_nw: 2.166
insertion_delay_ns: 0.33
rows: 38
drtIter0Drc: 144
layout_top_cells: "dlxtn_1, buf_4, conb_1, mux2_2"
clk_pin_slew_worst_paths_ns: 0.07
untimed_endpoints: 80
die_x_um: 107.5
timing.final.max_slew_violations: 0
wl_met3_um: 465
seqCellArea_sq_um: 1822
outcome: "finished, violations left"
ys_warn_count: 5
unclocked_pins: 88
synth_area_sq_um: 3341
synth-area-yosys_sq_um: 3341
peakVddDrop_mv: 0.1448
routed_wl_um: 8066
final_util_pct: 43.74
min_path_type: "reg2reg"
mi_logic_area_sq_um: 1695
antenna_found_initial: 0
dp.cells: 510
critical_path_class: "reg2reg"
cp-end-kind: "flip-flop"
drv_cap: 0
routedWlPerCell_um: 14.53
yosysUniqueCellTypes: 51
endpoint: "instruction_cache_module.hit$_SDFFE_PP1P_"
hpwlAfterDp_um: 5159
cts_tree: "done"
layout_top_cell: "dlxtn_1"
drt-vias-per-instance: 4.625
finalSetupViolCount: 13
placed_area_sq_um: 4043
fillers: 958
skew_ns: 0.07678
relSlewSlack_pct: 63.21
setup_ws_ns: -0.2660
portBuffers: 34
required_ns: 4.99
reg2reg_from: "pc_module.current_instruction_address[4]$_DFFE_NP_"
drt-met1-wl_um: 3913
hold_viol: 0
place.gp.congestion: 0.8252
syn_to_final_growth_pct: 41.95
gr-total-overflow: 0
fp_util_pct: 30.82
worstMarginPinSlew_ns: 0.5502
vias: 2567
crit_start: "pc_module.current_instruction_address[4]$_DFFE_NP_"
grt_pass1_vias: 2571
die_h_um: 107.5
antenna_cells: 0
ys_cells: 306
track_usage_pct: 14.59
avgSynthCellArea_sq_um: 10.92
dieArea_sq_um: 11560
r2r_cells: 8
warning_count: 43
arrival_ns: 5.26
firstDrtPassIters: 4
ys_ff: 105
cts_root_buf: "clkbuf_8"
top_layer_used: "met4"
grt_pass1_wl_um: 12820
violations: "negative setup slack"
clock_path_buffers: 2
syn_inst: 306
setup_tns_ns: -2.156
cts_hold_buf: 0
drc_errors: 0
r2r_slack_ns: -0.27
==> Yosys cell counts, types with 2 or more instances <==
cell type / number / area [sq um]
nor3b_1: 2 / 15.01
a211oi_1: 2 / 15.01
a21oi_1: 3 / 15.01
nand3b_1: 3 / 22.52
mux4_1: 4 / 105.1
o32ai_1: 2 / 17.52
dlxtn_1: 88 / 1320
nor4b_1: 2 / 17.52
o22ai_1: 8 / 50.05
o21ai_0: 7 / 35.03
nor2_1: 8 / 30.03
xnor2_1: 14 / 122.6
nand2b_1: 6 / 37.54
inv_1: 6 / 22.52
buf_1: 2 / 7.510
a221oi_1: 3 / 26.28
edfxtp_1: 16 / 480.5
and2_1: 3 / 18.77
buf_4: 18 / 135.1
a22o_1: 2 / 17.52
buf_2: 4 / 20.02
nor4_1: 3 / 18.77
and3_1: 6 / 37.54
xor2_1: 6 / 52.55
clkbuf_1: 6 / 22.52
conb_1: 2 / 7.510
mux2i_1: 13 / 130.1
nand4_1: 2 / 12.51
nand2_1: 11 / 41.29
or4b_1: 2 / 20.02
mux2_2: 21 / 236.5
nand3_1: 12 / 60.06
==> layout make-up <==
| class | count | area share (%) |
|---|---|---|
| multi-input combinational | 184 | 35.75 |
| timing repair buffer | 100 | 19.39 |
| inverter | 6 | 0.5277 |
| sequential | 105 | 38.42 |
| clock buffer | 4 | 0.9499 |
| tap | 140 | 3.694 |
| clock inverter | 16 | 1.266 |
==> power breakdown <==
| part | total (mW) | switching [mW] | internal (mW) |
|---|---|---|---|
| clock network | 0.156 | 0.0799 | 0.0766 |
| registers | 0.168 | 0.000742 | 0.167 |
| logic | 0.0291 | 0.00825 | 0.0208 |
| total | 0.353 | 0.0889 | 0.264 |
==> through the flow <==
stage | setup slack (ns) | hold WS [ns] | power, mW
final | -0.2660 | 0.7910 | 0.3534
after detailed placement | -0.2866 | 0.7296 | 0.2200
after global routing | -0.3485 | 0.8193 | 0.3786
after global placement | -0.2856 | 0.7199 | 0.2202
after CTS | -0.2500 | 0.7756 | 0.3554
after floorplan | 0.01096 | 0.6183 | 0.2114
==> critical path: stages (launching register included) <==
cell	delay, ns
edfxtp_1	0.46
buf_6	0.18
buf_12	0.13
or4b_4	0.52
o21ai_4	0.08
nor4_2	0.05
or4b_4	0.56
nor4_4	0.29
and4_4	0.26
==> routing by layer <==
layer / vias up / global-route usage, %
met1: 1220 / 24.01
met5: - / 0
met4: 0 / 2.544
li1: 1261 / -
met3: 6 / 1.235
met2: 80 / 21.93
==> sequential cells by signal, indices dropped and copies added, names as in the netlist <==
| register | cells |
|---|---|
| instruction_cache_module.hit | 1 |
| pc_module.current_instruction_address | 16 |
| instruction_cache_module.cache_memory | 88 |
==> how the worst min path moves through the flow <==
| stage | startpoint | endpoint | slack, ns | cells after the start |
|---|---|---|---|---|
| after CTS | pc_module.current_instruction_address[2]$_DFFE_NP_ | pc_module.current_instruction_address[2]$_DFFE_NP_ | 0.78 | 2 |
| after global routing | pc_module.current_instruction_address[15]$_DFFE_NP_ | pc_module.current_instruction_address[15]$_DFFE_NP_ | 0.82 | 2 |
| final | pc_module.current_instruction_address[2]$_DFFE_NP_ | pc_module.current_instruction_address[2]$_DFFE_NP_ | 0.79 | 2 |
==> logic make-up after synthesis <==
group / share of synthesized area (%)
compound gates: 7.491
xor+xnor: 5.244
fa+ha+maj: 0.3745
buf+inv: 7.116
flops: 14.98
latches: 39.51
mux: 14.12
other cells: 0.2248
simple gates: 10.90
==> what timing repair did <==
action / 4_1_cts / 5_1_grt
resized: 95 / 34
setup endpoints to repair: 15 / 14
cloned: 1 / 1
pin swaps: 20 / 22
buffers inserted: 18 / 12
No activity file was given, so power comes from the tool's default toggle rates.
