**flow/design.v**
```verilog
`timescale 1ns / 1ps
module control_unit_decode(OpCode, RegDst, ALUSrc, MemToReg, RegWrite, MemRead, MemWrite, Branch, ALUOp);
	input [2:0] OpCode;
	output RegDst, ALUSrc, MemToReg, RegWrite, MemRead, MemWrite, Branch;
	output [1:0] ALUOp;
	wire [8:0] out;
	assign out = OpCode == 3'b000 ? 9'b100100000 :
					 OpCode == 3'b100 ? 9'b011110011 :
					 OpCode == 3'b101 ? 9'b010001011 :
					 OpCode == 3'b111 ? 9'b010100011 :
					 OpCode == 3'b110 ? 9'b000000101 :
					 OpCode == 3'b001 ? 9'b010100010 : 9'bxxxxxxxxx;
	assign RegDst   = out[8];
	assign ALUSrc	 = out[7];
	assign MemToReg = out[6];
	assign RegWrite = out[5];
	assign MemRead  = out[4];
	assign MemWrite = out[3];
	assign Branch	 = out[2];
	assign ALUOp 	 = out[1:0];
endmodule
`timescale 1ns / 1ps
module decode_stage(
	input clk,
	input [15:0] instruction, regfile_write_data,
	input [2:0] regfile_write_register,
	input RegWrite_out,
	output [15:0] regfile_read_data_1, regfile_read_data_2, sign_extended_output,
	output [2:0] rt, rd,
	output [1:0] ALUOp,
	output RegDst, ALUSrc, MemToReg, RegWrite, MemRead, MemWrite, Branch
	);
	assign rt = instruction[9:7];
	assign rd = instruction[6:4];
	register_file reg_file_module (
    .input_reg_file_read_1(instruction[12:10]), 
    .input_reg_file_read_2(instruction[9:7]), 
    .write_reg(regfile_write_register), 
    .reg_file_write_data(regfile_write_data), 
    .clk(clk), 
    .RegWrite(RegWrite_out), 
    .regfile_read_data_1(regfile_read_data_1), 
    .regfile_read_data_2(regfile_read_data_2)
    );
	sign_extended sign_extend_module (
    .sign_extend_input(instruction[6:0]), 
    .sign_extend_output(sign_extended_output)
    );
	control_unit_decode control_unit (
    .OpCode(instruction[15:13]), 
    .RegDst(RegDst), 
    .ALUSrc(ALUSrc), 
    .MemToReg(MemToReg), 
    .RegWrite(RegWrite), 
    .MemRead(MemRead), 
    .MemWrite(MemWrite), 
    .Branch(Branch), 
    .ALUOp(ALUOp)
    );
endmodule
`timescale 1ns / 1ps
module register_file(
	input [2:0] input_reg_file_read_1, input_reg_file_read_2, write_reg,
	input [15:0] reg_file_write_data,
	input clk, RegWrite,
	output [15:0] regfile_read_data_1, regfile_read_data_2
    );
	reg [15:0] regfile [7:0];
	initial 
	begin
		regfile[0] = 16'h0000;
		regfile[1] = 16'h0001;
		regfile[2] = 16'h0002;
		regfile[3] = 16'h0003;
		regfile[4] = 16'h0004;
		regfile[5] = 16'h0005;
		regfile[6] = 16'h0006;
		regfile[7] = 16'h0007;
	end
	always@(posedge clk)
	begin
		if (RegWrite && (write_reg != 0))
		begin
			regfile[write_reg] = reg_file_write_data;
		end
	end
	assign regfile_read_data_1[15:0] = regfile[input_reg_file_read_1];
	assign regfile_read_data_2[15:0] = regfile[input_reg_file_read_2];	
endmodule
`timescale 1ns / 1ps
module sign_extended(
	input [6:0] sign_extend_input,
	output reg [15:0] sign_extend_output
    );
	always@(sign_extend_input)
	begin
		sign_extend_output <= {{9{sign_extend_input[6]}} ,sign_extend_input};
	end
endmodule
```
**flow/run.sh**
```bash
#!/bin/bash
# OpenROAD 26Q1-2900-gdf79404cd8, Yosys 0.63+post, stock flow scripts
make -C /OpenROAD-flow-scripts/flow DESIGN_CONFIG=/design/flow/config.mk WORK_HOME=/design/flow/orfs finish
```
**flow/config.mk**
```make
export PLATFORM = sky130hd
export DESIGN_NAME = decode_stage
export DESIGN_NICKNAME = decode_stage
export VERILOG_FILES = /design/flow/design.v
export SDC_FILE = /design/flow/constraint.sdc
export NUM_CORES = 4
export LEC_CHECK = 1
export CORE_UTILIZATION = 50
```
**flow/constraint.sdc**
```tcl
current_design decode_stage

set clk_period 3.2
set clk_io_pct 0.2

create_clock -name clk0 -period $clk_period [get_ports {clk}]

set non_clock_inputs [all_inputs -no_clocks]
set_input_delay [expr $clk_period * $clk_io_pct] -clock clk0 $non_clock_inputs
set_output_delay [expr $clk_period * $clk_io_pct] -clock clk0 [all_outputs]
```
==> impl_table.tex <==
% Auto-generated results table
\begin{tabular}{lr}
\hline
Metric & Value \\
\hline
\multicolumn{2}{l}{\textbf{Die}} \\
Core utilization at floorplan & 0.519 \\
Core footprint & between 10000 and 15000 µm² \\
Die span in y & around 110 µm \\
Die width & 114 µm \\
Total Die Area & about 13000 µm² \\
Site row count & roughly 40 \\
Boundary Pins & 100 \\
\multicolumn{2}{l}{\textbf{Worst hold path}} \\
Number of cells on the worst hold path & 1 \\
Min-delay src & regfile\_write\_data[4] \\
Sink of the worst hold path & reg\_file\_module.regfile[0][4] \\
Path type of the worst min-delay path & in -> reg \\
\multicolumn{2}{l}{\textbf{Finish}} \\
Post-layout utilization of the core & 0.635 \\
Final-layout fill cell count & roughly 870 \\
Fraction of final layout cells with drive strength greater than 1 & 0.216 \\
Number of flip-flops in the largest register & 128 \\
Non-filler instance count after layout & $\sim$550 \\
P\&R area growth vs syn & 22.4\% \\
\multicolumn{2}{l}{\textbf{Yosys}} \\
Average cell area after synthesis & between 20 and 25 µm² \\
Yosys Warn Count & 2 \\
Total cell area reported by yosys after synthesis & between 6000 and 7000 µm² \\
Top cell type by total area after synthesis & sky130\_fd\_sc\_hd\_\_edfxtp\_1 \\
Synthesized flop and latch total & about 130 \\
Ranking of synthesized cells by area & sky130\_fd\_sc\_hd\_\_edfxtp\_1 61\%, sky130\_fd\_sc\_hd\_\_mux4\_1 23\%, sky130\_fd\_sc\_hd\_\_mux2\_2 5.7\% \\
Sequential-to-total area share from yosys stat & 0.612 \\
Mapped cell area & $\sim$6300 µm² \\
Cell count in the Yosys report & between 200 and 300 \\
Synthesized netlist cell count & between 200 and 300 \\
Fraction of post-synthesis cell area in the top cell type by area & 0.612 \\
Count of distinct cell types in the synthesized netlist & 18 \\
\multicolumn{2}{l}{\textbf{Clock network}} \\
CTS sink count & about 130 \\
Post CTS Setup Buffer Count & 0 \\
TritonCTS clock tree & built \\
Clock Tree Buf Depth & 2 \\
CTS Root Cell & sky130\_fd\_sc\_hd\_\_clkbuf\_16 \\
Depth of the CTS H-tree & 4 \\
\# resized after CTS & 0 \\
Hold Buf Count CTS & 0 \\
Clock buffers created by TritonCTS & 17 \\
Clock transition time at the flip-flop clock pins of the worst setup and hold paths & approximately 0.050 ns \\
\multicolumn{2}{l}{\textbf{Timing}} \\
Final count of negative-setup-slack endpoints & 0 \\
Final period utilization & 0.967 \\
Slew Limit Fails & 0 \\
Setup Total Neg Slack & 0 ns \\
Tmin final & roughly 3.1 ns \\
F\_max & 0.323 GHz \\
Setup repair after global routing missed its margin & no \\
Count of endpoints failing hold in the final timing report & 0 \\
\multicolumn{2}{l}{\textbf{Critical path}} \\
Highest fanout seen on the critical path & 33 \\
Startpoint type of the worst setup path & input pin \\
Category of the worst setup path capture point & output port \\
Worst setup path class & in -> out \\
Worst Path Required & between 2 and 3 ns \\
Worst endpoint data arrival time & about 2.5 ns \\
\multicolumn{2}{l}{\textbf{Place}} \\
Tally of buffers added on design ports & roughly 73 \\
Post-Place Cells & $\sim$520 \\
Detail Placement HPWL & just under 7000 µm \\
Weighted congestion reported at the end of routability-driven placement & 0.722 \\
\multicolumn{2}{l}{\textbf{Run status}} \\
Status & completed \\
\multicolumn{2}{l}{\textbf{Global routing}} \\
Global Route Usage Sum & 0.217 \\
Antenna violations before repair & 0 \\
Vias in the first global route & 3370 \\
Grt total ovfl & 0 \\
Global-route wire length before repair & between 15000 and 20000 µm \\
Pin count of the biggest net entering global routing & 34 \\
\multicolumn{2}{l}{\textbf{Power and ir drop}} \\
Pwr Density & roughly 530 nW/µm² \\
Leakage power of the design & between 0.002 and 0.003 µW \\
Peak supply drop & about 0.00032 V \\
\multicolumn{2}{l}{\textbf{Detailed routing}} \\
N\_diodes & 0 \\
Total length of routed wires & around 12000 µm \\
Routed Antenna Nets & 0 \\
Number of DRC markers after the initial detailed-route iteration & about 95 \\
Vias/cell & between 5 and 6 \\
Via total after detailed routing & around 3200 \\
Number of iterations in the first detailed-routing pass & 4 \\
DR DRC count & 0 \\
Wire length per cell after detailed routing & 21.8 µm \\
\multicolumn{2}{l}{\textbf{Flow run}} \\
\# Max-Cap Violations & 0 \\
Number of warning messages in the logs & 26 \\
\hline
\end{tabular}
## where the power goes
group	total, µW	internal [µW]	leakage (µW)	switching [µW]
Combinational	426	277	0.00126	149
Clock	1730	1110	0.000264	612
Sequential	1940	1920	0.00117	22.0
Total	4090	3310	0.00270	783
## through the flow
step                      hold slack [ns]  instance area (µm²)  worst slack (ns)  total power [µW]
after global routing                0.994                 7690            0.0461              4240
after detailed placement             1.28                 7160             0.112              2400
final                               0.985                 7690             0.106              4090
after global placement               1.28                 7160            0.0943              2400
after CTS                           0.970                 7690             0.104              4140
after floorplan                     0.739                 6340             0.901              2190
## cells in the mapped netlist
cell / number
sky130_fd_sc_hd__and3b_1: 2
sky130_fd_sc_hd__buf_1: 5
sky130_fd_sc_hd__buf_4: 24
sky130_fd_sc_hd__buf_6: 8
sky130_fd_sc_hd__clkbuf_1: 4
sky130_fd_sc_hd__clkbuf_2: 2
sky130_fd_sc_hd__conb_1: 1
sky130_fd_sc_hd__edfxtp_1: 128
sky130_fd_sc_hd__mux2_2: 32
sky130_fd_sc_hd__mux4_1: 56
sky130_fd_sc_hd__mux4_2: 8
sky130_fd_sc_hd__nand2_1: 3
sky130_fd_sc_hd__nand2b_1: 4
sky130_fd_sc_hd__nor2_1: 6
sky130_fd_sc_hd__nor3_1: 2
sky130_fd_sc_hd__nor3b_1: 1
sky130_fd_sc_hd__xnor2_1: 1
sky130_fd_sc_hd__xor2_1: 1
## critical path, stage by stage
cell                              delay, ns
sky130_fd_sc_hd__clkdlybuf4s50_1       0.51
sky130_fd_sc_hd__buf_12                0.23
sky130_fd_sc_hd__mux4_1                0.34
sky130_fd_sc_hd__mux2_2                0.29
sky130_fd_sc_hd__clkdlybuf4s50_1       0.41
## kinds of logic after synthesis
| group | count (synthesis) | synth area share |
|---|---|---|
| xor+xnor | 2 | 0.00279 |
| buf+inv | 43 | 0.0500 |
| flops | 128 | 0.612 |
| mux | 96 | 0.320 |
| other cells | 1 | 0.000597 |
| simple gates | 18 | 0.0149 |
## metal layers
metal	up-vias	track usage	wire, µm
met5	-	0	0
met4	0	0.0286	170
met3	22	0.127	1410
met2	179	0.321	5810
met1	1588	0.326	4560
li1	1401	-	-
## worst max path at each step
stage	startpoint	endpoint	slack [ns]
4_1_cts	instruction[9]	regfile_read_data_2[7]	0.10
5_1_grt	instruction[9]	regfile_read_data_2[7]	0.05
6_report	instruction[9]	regfile_read_data_2[7]	0.11
## final cells by class
type | instances | area [µm²] | area share
flip-flops and latches | 128 | 3840 | 0.500
multi-input cells | 132 | 2190 | 0.285
clock buffers | 19 | 433 | 0.0563
well taps | 168 | 210 | 0.0273
repair buffers | 89 | 916 | 0.119
clock inverters | 11 | 98.8 | 0.0129
## cell usage in the layout, fill, tap and decap left out, types with 2 or more instances in the layout
master,synthesis,routed
sky130_fd_sc_hd__and3b_1,2,2
sky130_fd_sc_hd__mux4_2,8,8
sky130_fd_sc_hd__nand2b_1,4,4
sky130_fd_sc_hd__edfxtp_1,128,128
sky130_fd_sc_hd__mux4_1,56,56
sky130_fd_sc_hd__nor2_1,6,6
sky130_fd_sc_hd__clkbuf_1,4,2
sky130_fd_sc_hd__clkinv_2,0,4
sky130_fd_sc_hd__mux2_2,32,32
sky130_fd_sc_hd__conb_1,1,16
sky130_fd_sc_hd__clkinv_1,0,5
sky130_fd_sc_hd__clkdlybuf4s50_1,0,71
sky130_fd_sc_hd__buf_4,24,10
sky130_fd_sc_hd__nand2_1,3,3
sky130_fd_sc_hd__bufinv_16,0,2
sky130_fd_sc_hd__buf_2,0,2
sky130_fd_sc_hd__buf_12,0,6
sky130_fd_sc_hd__clkbuf_16,0,17
Power and IR drop assume default switching activity.
